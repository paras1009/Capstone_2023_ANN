### run.sh
#!/bin/bash
# OpenROAD 26Q1-2900-gdf79404cd8, Yosys 0.63+post, stock flow scripts
make -C /OpenROAD-flow-scripts/flow DESIGN_CONFIG=/design/flow/config.mk WORK_HOME=/design/flow/orfs finish
### constraint.sdc
current_design ANN

set clk_period 28.1
set clk_io_pct 0.2

create_clock -name clk0 -period $clk_period [get_ports {clk}]

set non_clock_inputs [all_inputs -no_clocks]
set_input_delay [expr $clk_period * $clk_io_pct] -clock clk0 $non_clock_inputs
set_output_delay [expr $clk_period * $clk_io_pct] -clock clk0 [all_outputs]
### design.v
module ANN(
	input clk, rst,
	input rst_sum,
	input ld_in, ld_weight, shift_in, change, ld_multiplication, 
	input ld_bias_LSB, ld_bias_MSB, bias_addition,
	input ReLU_computation,
	input ld_max_func,
	input [3:0]ld_neuron,  
	input [15:0]in,
	output reg [3:0]number  
);
	integer i;
	reg [15:0]in_ff[31:0];
	reg [15:0]weight;
	reg [31:0]multiply_out, multiply_FF, bias, Y, X, sum;
	reg [31:0]ReLU_out[9:0];  
	reg [31:0]temp;
	always @ (posedge clk) begin
		if(rst) begin
			for (i = 0; i < 32; i = i + 1) begin
				in_ff[i] <= 16'b00000000000000000;
			end 
		end
		else if(ld_in) begin
			in_ff[0] <= in;
			for (i = 1; i < 32; i = i + 1) begin
				in_ff[i] <= in_ff[i-1];
			end
		end
	end	
	always @ (posedge clk) begin
		if(rst) weight <= 16'bxxxxxxxxxxxxxxxx;
		else if(ld_weight) weight <= in;  
		else weight <= 16'bxxxxxxxxxxxxxxxx;		 
	end	
	always @ (posedge clk) begin
		if(rst) bias[15:0] <= 16'b0000000000000000;
		else if(ld_bias_LSB) bias[15:0] <= in;  
		else bias[15:0] <= bias[15:0];		 
	end
	always @ (posedge clk) begin
		if(rst) bias[31:16] <= 16'b0000000000000000;
		else if(ld_bias_MSB) bias[31:16] <= in;  
		else bias[31:16] <= bias[31:16];		 
	end
	always @ (in or change) begin
		if(shift_in) begin
			in_ff[0] <= in_ff[2];
			for (i = 1; i < 32; i = i + 1) begin
				in_ff[i] <= in_ff[i-1];
			end
		end
	end
	always @ (weight or rst or rst_sum) begin
		if(rst) multiply_out = 3'b000;  
	   else if(rst_sum == 1) multiply_out = 0;
		else if(ld_weight == 1) begin	
			multiply_out = { {16{in_ff[2][15]}}, in_ff[2][15:0] } * { {16{weight[15]}}, weight[15:0] };
		end
	end
	always @ (posedge clk) begin
		if(rst) begin
			multiply_FF <= 0;
		end
		else if(rst_sum == 1) multiply_FF <= 0;
		else multiply_FF <= multiply_out;
	end
	reg mux_sel, ldX, add_enable;
	always @ (multiply_FF or bias) begin
		if(rst) Y = 0;
		else if(rst_sum == 1) Y = 0;
		else   
				Y = multiply_FF;
	end 
	always @ (posedge clk) begin
		if(rst) X <= 0;
		else if(rst_sum == 1) X <= 0;
		else if(ldX) X <= sum;
		else X <= X;
	end
	always @ (*) begin
		if(rst) sum = 0;
		else if(rst_sum == 1) sum = 0;
		else if (add_enable) sum = Y + X;
		else sum = sum;
	end
	always @ (posedge clk) begin
		if(rst) sum = 0;
		else if(rst_sum == 1) sum = 0;
		if(bias_addition) begin
			sum = sum + bias;
		end
	end
	always @ (posedge clk) begin
		if(rst) begin
			for (i = 0; i < 32; i = i + 1) begin
				ReLU_out[i] <= 32'bxxxxxxxxxxxxxxxxxxxxxxxxxxxxxxxx;
			end 
		end
		else if((ReLU_computation == 1) && (ld_neuron == 4'b0000)) begin
			if(sum[31] == 1) ReLU_out[0] = 32'b00000000000000000000000000000000;
			else ReLU_out[0] = sum;
		end
		else if((ReLU_computation == 1) && (ld_neuron == 4'b0001)) begin
			if(sum[31] == 1) ReLU_out[1] = 32'b00000000000000000000000000000000;
			else ReLU_out[1] = sum;
		end		
		else if((ReLU_computation == 1) && (ld_neuron == 4'b0010)) begin
			if(sum[31] == 1) ReLU_out[2] = 32'b00000000000000000000000000000000;
			else ReLU_out[2] = sum;
		end	
		else if((ReLU_computation == 1) && (ld_neuron == 4'b0011)) begin
			if(sum[31] == 1) ReLU_out[3] = 32'b00000000000000000000000000000000;
			else ReLU_out[3] = sum;
		end
		else if((ReLU_computation == 1) && (ld_neuron == 4'b0100)) begin
			if(sum[31] == 1) ReLU_out[4] = 32'b00000000000000000000000000000000;
			else ReLU_out[4] = sum;
		end
		else if((ReLU_computation == 1) && (ld_neuron == 4'b0101)) begin
			if(sum[31] == 1) ReLU_out[5] = 32'b00000000000000000000000000000000;
			else ReLU_out[5] = sum;
		end
		else if((ReLU_computation == 1) && (ld_neuron == 4'b0110)) begin
			if(sum[31] == 1) ReLU_out[6] = 32'b00000000000000000000000000000000;
			else ReLU_out[6] = sum;
		end
		else if((ReLU_computation == 1) && (ld_neuron == 4'b0111)) begin
			if(sum[31] == 1) ReLU_out[7] = 32'b00000000000000000000000000000000;
			else ReLU_out[7] = sum;
		end
		else if((ReLU_computation == 1) && (ld_neuron == 4'b1000)) begin
			if(sum[31] == 1) ReLU_out[8] = 32'b00000000000000000000000000000000;
			else ReLU_out[8] = sum;
		end
		else if((ReLU_computation == 1) && (ld_neuron == 4'b1001)) begin
			if(sum[31] == 1) ReLU_out[9] = 32'b00000000000000000000000000000000;
			else ReLU_out[9] = sum;
		end
	end
	always @ (posedge clk) begin
		if(rst) number <= 4'bx;
		else if(ld_max_func) begin
				 temp = ReLU_out[0];
				 number = 4'b0000;
			 if (ReLU_out[1][30:20] > temp[30:20]) begin
				temp = ReLU_out[1];
				number = 4'b0001;
			 end
			else if (ReLU_out[1][30:20] == temp[30:20]) begin
				if (ReLU_out[1][19:0] > temp[19:0]) begin
					temp = ReLU_out[1];
					number = 4'b0001;
				end
			end
			 if (ReLU_out[2][30:20] > temp[30:20]) begin
				temp = ReLU_out[2];
				number = 4'b0010;
			 end
			else if (ReLU_out[2][30:20] == temp[30:20]) begin
				if (ReLU_out[2][19:0] > temp[19:0]) begin
					temp = ReLU_out[2];
					number = 4'b0010;
				end
			end
			 if (ReLU_out[3][30:20] > temp[30:20]) begin
				temp = ReLU_out[3];
				number = 4'b0011;
			 end
			else if (ReLU_out[3][30:20] == temp[30:20]) begin
				if (ReLU_out[3][19:0] > temp[19:0]) begin
					temp = ReLU_out[3];
					number = 4'b0011;
				end
			end
			 if (ReLU_out[4][30:20] > temp[30:20]) begin
				temp = ReLU_out[4];
				number = 4'b0100;
			 end
			else if (ReLU_out[4][30:20] == temp[30:20]) begin
				if (ReLU_out[4][19:0] > temp[19:0]) begin
					temp = ReLU_out[4];
					number = 4'b0100;
				end
			end
			 if (ReLU_out[5][30:20] > temp[30:20]) begin
				temp = ReLU_out[5];
				number = 4'b0101;
			 end
			else if (ReLU_out[5][30:20] == temp[30:20]) begin
				if (ReLU_out[5][19:0] > temp[19:0]) begin
					temp = ReLU_out[5];
					number = 4'b0101;
				end
			end
			 if (ReLU_out[6][30:20] > temp[30:20]) begin
				temp = ReLU_out[6];
				number = 4'b0110;
			 end
			else if (ReLU_out[6][30:20] == temp[30:20]) begin
				if (ReLU_out[6][19:0] > temp[19:0]) begin
					temp = ReLU_out[6];
					number = 4'b0110;
				end
			end
			 if (ReLU_out[7][30:20] > temp[30:20]) begin
				temp = ReLU_out[7];
				number = 4'b0111;
			 end
			else if (ReLU_out[7][30:20] == temp[30:20]) begin
				if (ReLU_out[7][19:0] > temp[19:0]) begin
					temp = ReLU_out[7];
					number = 4'b0111;
				end
			end
			 if (ReLU_out[8][30:20] > temp[30:20]) begin
				temp = ReLU_out[8];
				number = 4'b1000;
			 end
			else if (ReLU_out[8][30:20] == temp[30:20]) begin
				if (ReLU_out[8][19:0] > temp[19:0]) begin
					temp = ReLU_out[8];
					number = 4'b1000;
				end
			end
			 if (ReLU_out[9][30:20] > temp[30:20]) begin
				temp = ReLU_out[9];
				number = 4'b1001;
			 end
			else if (ReLU_out[9][30:20] == temp[30:20]) begin
				if (ReLU_out[9][19:0] > temp[19:0]) begin
					temp = ReLU_out[9];
					number = 4'b1001;
				end
			end
		end
		else number <= 1'bx;
	end
	reg [3:0] state, next_state;
	parameter S0 = 3'b000, S1 = 3'b001, S2 = 3'b010, S3 = 3'b011;
	always @ (posedge clk) state <= next_state;
	always @ (*) begin
		next_state = 4'bxxxx;
		case(state) 
		S0: begin
			add_enable = 0;   ldX = 0;
			if(ld_multiplication) next_state = S1;
			else next_state = S0;
		    end
		S1: begin
			add_enable = 1;   ldX = 0;
			next_state = S2;
		     end
		S2: begin
			 add_enable = 0;   ldX = 1;
			 if (!shift_in) next_state = S3;
			 else next_state = S1;
			 end		
		S3: begin
			ldX = 0;
			next_state = S0; 
	 	    end
		default: next_state = S0;
		endcase
	end
endmodule
### config.mk
export PLATFORM = sky130hd
export DESIGN_NAME = ANN
export DESIGN_NICKNAME = ANN
export VERILOG_FILES = /design/flow/design.v
export SDC_FILE = /design/flow/constraint.sdc
export NUM_CORES = 4
export LEC_CHECK = 1
export CORE_UTILIZATION = 40
==> impl_results.rst <==
Metrics
=======

.. list-table::
   :header-rows: 1

   * - Metric
     - Value
   * - Synth top area share
     - 22.4%
   * - Cell count listed in synth_stat.txt
     - 4,173
   * - Synth top cell by count
     - ha_1
   * - Proportion of synthesized flip-flops having asynchronous set or reset
     - 0%
   * - Cells taking the most area after synthesis
     - edfxtp_1 22%, ha_1 13%, fa_1 13%
   * - Stop Error
     - ERROR: Found 80 problems in 'check -assert'.
   * - Stopping stage
     - synthesis (1_2_yosys)
   * - Top post-synthesis cells by count
     - 423 x ha_1, 387 x inv_1, 350 x nand2_1
   * - Flop and latch count out of synthesis
     - 622
   * - Yosys synthesis chip area
     - 41,600 um^2
   * - Count of yosys warnings during synthesis
     - 3
   * - Post-synthesis cell type count
     - 75
   * - Flip-flop cell with the highest count after synthesis
     - edfxtp_1
   * - Run status
     - stopped before the end
   * - Most area-hungry cell type in the Yosys netlist
     - edfxtp_1
   * - Number of enable-type register cells in the synthesized netlist
     - 310
-- cells by family after synthesis --
logic type / share of synthesized area, %
simple gates: 15.6
compound gates: 12.8
fa+ha+maj: 25.4
buf+inv: 5.03
flops: 31.9
mux: 3.34
latches: 4.12
xor+xnor: 1.79
other cells: 0.00902
